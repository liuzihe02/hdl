===== flow/run.sh =====
#!/bin/bash
# OpenROAD 26Q1-2900-gdf79404cd8, Yosys 0.63+post, stock flow scripts
make -C /OpenROAD-flow-scripts/flow DESIGN_CONFIG=/design/flow/config.mk WORK_HOME=/design/flow/orfs finish

===== flow/config.mk =====
export PLATFORM = sky130hd
export DESIGN_NAME = dec_4x16
export DESIGN_NICKNAME = dec_4x16
export VERILOG_FILES = /design/flow/design.v
export SDC_FILE = /design/flow/constraint.sdc
export NUM_CORES = 4
export LEC_CHECK = 1
export CORE_AREA = 10 10 70 70
export DIE_AREA = 0 0 80 80

===== flow/constraint.sdc =====
current_design dec_4x16

set clk_period 1.2
set clk_io_pct 0.2

create_clock -name clk0 -period $clk_period

set non_clock_inputs [all_inputs -no_clocks]
set_input_delay [expr $clk_period * $clk_io_pct] -clock clk0 $non_clock_inputs
set_output_delay [expr $clk_period * $clk_io_pct] -clock clk0 [all_outputs]

===== flow/design.v =====
module dec_4x16 (
    input              en,
    input      [3:0]   in,
    output reg [15:0]  out
);
    always @(en or in) begin
        out = en ? (1 << in) : 16'b0;
    end
endmodule

==> metrics.yaml <==
cells_and_area:
  ff_count: 0
  seqCellArea_um2: 0
  fill_cells: 384
  final_area_um2: 539
  final_util: 0.158
  syn_to_final_growth_pct: 349
  drive_gt1_frac: 0.831
  layout.clock_buffers: 0
global_route:
  grt_pass1_vias: 301
  grt_overflow: 0
  grt_antenna_before_repair: 0
  track_usage: 0.0293
  grt_start_max_net_pins: 5
  grt_pass1_wl_um: 1510
logic_synthesis:
  syn_area_per_cell_um2: 5.22
  top_cell_area_share: 0.344
  syn_area_um2: 120
  simple_gate_area_frac: 1.00
  most_common_cell: "nor2_1"
  yosysSeqAreaShare: 0
  yosys.area.top_type: "nor2_1"
  synthTopCellsByCount: "nor2_1 (11), nor3_1 (3), nand2b_1 (2), nand3b_1 (2)"
  synthMuxAreaShare: 0
  adder_share: 0
  compound_area_frac: 0
  synthXorXnorAreaFrac: 0
  syn_inst: 23
  top_cells_by_area: "nor2_1 (34%), nor3_1 (13%), nand3b_1 (13%)"
  synth_cell_types: 9
  ys_cells: 23
  synth.comb.largest_family: "simple AND/OR/NAND/NOR gates"
  yosys_area_um2: 120
  ys_warn_count: 1
drt:
  post_drt_wl_per_cell_um: 10.2
  routed_via_density: 2.90
  vias: 304
  dr.pass1.iters: 2
  wl_um: 1070
  ant_nets: 0
  drt_iter0_drc: 3
  drc: 0
  diodes: 0
worst_setup_path:
  crit_type: "input pin to primary output"
  worst_setup_path_start_kind: "input pin"
  required_ns: 0.96
  cp.arrival_ns: 1.10
  critPathMaxFanout: 4
  critPathCaptureType: "primary output"
final_timing:
  relSlewSlack: 0.856
  setup_ws_ns: -0.138
  post-route-min-period_ns: 1.34
  hold_viol_final: 0
  period_used_share: 1.11
  maxSlewViolCount: 0
  rsz0062_at_grt: "true"
  tightest_slew_ns: 0.216
  fmax_mhz: 747
  fin_hold_ws_ns: 0.849
  setup_violations: 8
place:
  dpl.hpwl_um: 814
  portBuffers: 21
  place_area_um2: 410
  place_congestion: 0.742
floorplanning:
  fp-row-count: 21
  fp-utilization: 0.0352
  io_pins: 21
  core_area_mm2: 0.00342
  die_h_um: 80
  die_w_um: 80
  chipArea_mm2: 0.00640
power:
  power_uw: 123
  max-vdd-ir-drop_mv: 0.0527
  p_leak_uw: 0.000254
  power_density_mw_per_mm2: 228
run:
  maxCapViolCount: 0
  openroad.warnings: 34
outcome:
  violations: "negative setup slack"
  status: "finished, violations left"
clock_network:
  ctsHoldBuffers: 0
hold_path:
  hold_class: "input pin to primary output"
-- metal layers --
layer	GRT usage	routed length (um)	up-vias	part of all wire
met1	0.0310	414	140	0.39
met5	0	0	-	0
met2	0.0570	545	11	0.51
met4	0	0	0	0
li1	-	-	153	-
met3	0.0102	113	0	0.11
-- kinds of logic (layout without fill, tap and decap cells) --
family | count (synthesis) | after routing
AND/OR/NAND/NOR | 23 | 23
buffers and inverters | 0 | 36
-- cell type report --
class                           instances  area [um^2]  share of cell area
Timing Repair Buffer                   36          287               0.531
Tap cell                               46         57.6               0.107
Multi-Input combinational cell         23          195               0.362
-- worst max-delay path, cell delays in order --
cell	delay (ns)
buf_8	0.10
or3b_4	0.42
buf_6	0.13
nor3_2	0.09
buf_2	0.12
-- per-stage QoR --
stage                     TNS [ns]  worst slack (ns)  std cells
after floorplan                  0             0.238         23
after global placement      -10.87            -0.786         93
after detailed placement    -10.92            -0.792         93
after CTS                   -0.274            -0.143        106
after global routing        -0.817            -0.156        105
final                       -0.450            -0.138        105
-- final timing paths --
| path | depth (start not counted) | slack (ns) | to | from |
|---|---|---|---|---|
| setup / recovery | 5 | -0.14 | out[0] | in[1] |
| hold / removal | 4 | 0.85 | out[8] | in[2] |
-- timing repair --
item | CTS | global route
endpoints found under the setup margin | 16 | 10
pin swaps | 15 | 7
resized | 87 | 8
setup buffers | 14 | 1
-- cells in the final DEF (no fill, tap or decap), drive strengths merged --
cell	n
buf	33
nor2	12
nor3	4
dlygate4sd2	3
nand2b	2
nand3b	2
nand3	1
nand2	1
or3b	1
-- where the power goes --
group / internal [uW] / switching, uW
clock: 0 / 0
sequential: 0 / 0
combinational: 71.6 / 51.3
total: 71.6 / 51.3
Power is estimated from default activity; no workload was simulated.
